**design/flow/constraint.sdc**
```tcl
current_design axis_generator

set clk_period 11.2
set clk_io_pct 0.2

create_clock -name clk0 -period $clk_period [get_ports {clk}]

set non_clock_inputs [all_inputs -no_clocks]
set_input_delay [expr $clk_period * $clk_io_pct] -clock clk0 $non_clock_inputs
set_output_delay [expr $clk_period * $clk_io_pct] -clock clk0 [all_outputs]
```
**design/flow/design.v**
```verilog
`timescale 1 ns / 1 ps
module axis_generator #
(
	parameter integer C_WIN_NUM = 2,
	parameter integer C_PIXEL_WIDTH = 8,
	parameter integer C_EXT_FSYNC = 0,
	parameter integer C_IMG_WBITS = 12,
	parameter integer C_IMG_HBITS = 12,
	parameter integer C_VAR_DATA = 0
)
(
	input wire clk,
	input wire resetn,
	input wire fsync,
	input wire [C_IMG_WBITS-1:0] width,
	input wire [C_IMG_HBITS-1:0] height,
	input  wire [C_IMG_WBITS-1:0] s0_left,
	input  wire [C_IMG_HBITS-1:0] s0_top,
	input  wire [C_IMG_WBITS-1:0] s0_width,
	input  wire [C_IMG_HBITS-1:0] s0_height,
	input  wire [C_WIN_NUM-1:0]   s0_dst_bmp,
	output wire [C_WIN_NUM-1:0]   s0_dst_bmp_o,
	input  wire [C_IMG_WBITS-1:0] s1_left,
	input  wire [C_IMG_HBITS-1:0] s1_top,
	input  wire [C_IMG_WBITS-1:0] s1_width,
	input  wire [C_IMG_HBITS-1:0] s1_height,
	input  wire [C_WIN_NUM-1:0]   s1_dst_bmp,
	output wire [C_WIN_NUM-1:0]   s1_dst_bmp_o,
	input  wire [C_IMG_WBITS-1:0] s2_left,
	input  wire [C_IMG_HBITS-1:0] s2_top,
	input  wire [C_IMG_WBITS-1:0] s2_width,
	input  wire [C_IMG_HBITS-1:0] s2_height,
	input  wire [C_WIN_NUM-1:0]   s2_dst_bmp,
	output wire [C_WIN_NUM-1:0]   s2_dst_bmp_o,
	input  wire [C_IMG_WBITS-1:0] s3_left,
	input  wire [C_IMG_HBITS-1:0] s3_top,
	input  wire [C_IMG_WBITS-1:0] s3_width,
	input  wire [C_IMG_HBITS-1:0] s3_height,
	input  wire [C_WIN_NUM-1:0]   s3_dst_bmp,
	output wire [C_WIN_NUM-1:0]   s3_dst_bmp_o,
	input  wire [C_IMG_WBITS-1:0] s4_left,
	input  wire [C_IMG_HBITS-1:0] s4_top,
	input  wire [C_IMG_WBITS-1:0] s4_width,
	input  wire [C_IMG_HBITS-1:0] s4_height,
	input  wire [C_WIN_NUM-1:0]   s4_dst_bmp,
	output wire [C_WIN_NUM-1:0]   s4_dst_bmp_o,
	input  wire [C_IMG_WBITS-1:0] s5_left,
	input  wire [C_IMG_HBITS-1:0] s5_top,
	input  wire [C_IMG_WBITS-1:0] s5_width,
	input  wire [C_IMG_HBITS-1:0] s5_height,
	input  wire [C_WIN_NUM-1:0]   s5_dst_bmp,
	output wire [C_WIN_NUM-1:0]   s5_dst_bmp_o,
	input  wire [C_IMG_WBITS-1:0] s6_left,
	input  wire [C_IMG_HBITS-1:0] s6_top,
	input  wire [C_IMG_WBITS-1:0] s6_width,
	input  wire [C_IMG_HBITS-1:0] s6_height,
	input  wire [C_WIN_NUM-1:0]   s6_dst_bmp,
	output wire [C_WIN_NUM-1:0]   s6_dst_bmp_o,
	input  wire [C_IMG_WBITS-1:0] s7_left,
	input  wire [C_IMG_HBITS-1:0] s7_top,
	input  wire [C_IMG_WBITS-1:0] s7_width,
	input  wire [C_IMG_HBITS-1:0] s7_height,
	input  wire [C_WIN_NUM-1:0]   s7_dst_bmp,
	output wire [C_WIN_NUM-1:0]   s7_dst_bmp_o,
	output reg  m_axis_tvalid,
	output wire [C_PIXEL_WIDTH-1:0] m_axis_tdata,
	output wire [C_WIN_NUM:0]       m_axis_tuser,
	output wire m_axis_tlast,
	input  wire m_axis_tready
);
	localparam integer C_MAX_WIN_NUM = 8;
	reg [C_IMG_WBITS-1:0] cidx_next;
	reg [C_IMG_HBITS-1:0] ridx_next;
	reg m_tuser;
	assign m_axis_tuser[0] = m_tuser;
	wire cupdate;
	wire rupdate;
	reg m_clast;
	reg m_rlast;
	assign m_axis_tlast = m_clast;
	reg m_clast_next;
	reg m_rlast_next;
	always @ (posedge clk) begin
		if (resetn == 1'b0)
			m_rlast <= 1;
		else if (rupdate)
			m_rlast <= m_rlast_next;
	end
	always @ (posedge clk) begin
		if (resetn == 1'b0)
			m_clast <= 1;
		else if (cupdate)
			m_clast <= m_clast_next;
	end
	wire m_plast;
	assign m_plast = m_clast & m_rlast;
generate
if (C_EXT_FSYNC) begin
	assign cupdate = ((m_clast & m_rlast) ? fsync : m_axis_tready);
	assign rupdate = m_clast && (m_rlast ? fsync : m_axis_tready);
	always @ (posedge clk) begin
		if (resetn == 1'b0)
			m_axis_tvalid <= 0;
		else if (fsync)
			m_axis_tvalid <= 1;
		else if (m_axis_tready && m_plast)
			m_axis_tvalid <= 0;
	end
end
else begin
	assign cupdate = (~m_axis_tvalid || m_axis_tready);
	assign rupdate = m_clast && (~m_axis_tvalid || m_axis_tready);
	always @ (posedge clk) begin
		if (resetn == 1'b0)
			m_axis_tvalid <= 0;
		else
			m_axis_tvalid <= 1;
	end
end
endgenerate
	always @ (posedge clk) begin
		if (resetn == 1'b0) begin
			cidx_next <= 0;
			m_clast_next <= (width == 1);
		end
		else if (cupdate) begin
			if (m_clast_next)
				cidx_next <= 0;
			else
				cidx_next <= cidx_next + 1;
			m_clast_next <= (width == 1 || cidx_next == (width - 2));
		end
	end
	always @ (posedge clk) begin
		if (resetn == 1'b0) begin
			ridx_next <= 0;
			m_rlast_next <= (height == 1);
		end
		else if (rupdate) begin
			if (m_rlast_next)
				ridx_next <= 0;
			else
				ridx_next <= ridx_next + 1;
			m_rlast_next <= (height == 1 || ridx_next == (height - 2));
		end
	end
	always @ (posedge clk) begin
		if (resetn == 1'b0) begin
			m_tuser <= 0;
		end
		else if (cupdate) begin
			if (ridx_next == 0
			    && cidx_next == 0)
				m_tuser <= 1;
			else
				m_tuser <= 0;
		end
	end
generate
if (C_VAR_DATA) begin
	reg[7:0] out_data;
	assign m_axis_tdata = {8'b11111111, out_data[7:0], out_data[7:0], out_data[7:0]};
	always @ (posedge clk) begin
		if (resetn == 1'b0) begin
			out_data <= 255;
		end
		else if (m_axis_tready & m_axis_tvalid) begin
			if (m_axis_tlast) begin
				out_data <= 255;
			end
			else begin
				out_data <= out_data - 1;
			end
		end
	end
end
else begin
	assign m_axis_tdata = 0;
end
endgenerate
	wire                     s_enable   [C_WIN_NUM-1 : 0];
	wire [C_WIN_NUM-1:0]     s_dst_bmp  [C_WIN_NUM-1 : 0];
	wire [C_IMG_WBITS-1 : 0] win_left   [C_WIN_NUM-1 : 0];
	wire [C_IMG_HBITS-1 : 0] win_top    [C_WIN_NUM-1 : 0];
	wire [C_IMG_WBITS-1 : 0] win_width  [C_WIN_NUM-1 : 0];
	wire [C_IMG_HBITS-1 : 0] win_height [C_WIN_NUM-1 : 0];
	wire [C_WIN_NUM-1:0]     s_need;
	generate
	if (C_WIN_NUM > 0) begin 
		assign s_dst_bmp  [0] = s0_dst_bmp; 
		assign win_left   [0] = s0_left   ; 
		assign win_top    [0] = s0_top    ; 
		assign win_width  [0] = s0_width  ; 
		assign win_height [0] = s0_height ; 
		assign s0_dst_bmp_o = s0_dst_bmp; 
	end 
	else begin 
		assign s0_dst_bmp_o = 0; 
	end
	if (C_WIN_NUM > 1) begin 
		assign s_dst_bmp  [1] = s1_dst_bmp; 
		assign win_left   [1] = s1_left   ; 
		assign win_top    [1] = s1_top    ; 
		assign win_width  [1] = s1_width  ; 
		assign win_height [1] = s1_height ; 
		assign s1_dst_bmp_o = s1_dst_bmp; 
	end 
	else begin 
		assign s1_dst_bmp_o = 0; 
	end
	if (C_WIN_NUM > 2) begin 
		assign s_dst_bmp  [2] = s2_dst_bmp; 
		assign win_left   [2] = s2_left   ; 
		assign win_top    [2] = s2_top    ; 
		assign win_width  [2] = s2_width  ; 
		assign win_height [2] = s2_height ; 
		assign s2_dst_bmp_o = s2_dst_bmp; 
	end 
	else begin 
		assign s2_dst_bmp_o = 0; 
	end
	if (C_WIN_NUM > 3) begin 
		assign s_dst_bmp  [3] = s3_dst_bmp; 
		assign win_left   [3] = s3_left   ; 
		assign win_top    [3] = s3_top    ; 
		assign win_width  [3] = s3_width  ; 
		assign win_height [3] = s3_height ; 
		assign s3_dst_bmp_o = s3_dst_bmp; 
	end 
	else begin 
		assign s3_dst_bmp_o = 0; 
	end
	if (C_WIN_NUM > 4) begin 
		assign s_dst_bmp  [4] = s4_dst_bmp; 
		assign win_left   [4] = s4_left   ; 
		assign win_top    [4] = s4_top    ; 
		assign win_width  [4] = s4_width  ; 
		assign win_height [4] = s4_height ; 
		assign s4_dst_bmp_o = s4_dst_bmp; 
	end 
	else begin 
		assign s4_dst_bmp_o = 0; 
	end
	if (C_WIN_NUM > 5) begin 
		assign s_dst_bmp  [5] = s5_dst_bmp; 
		assign win_left   [5] = s5_left   ; 
		assign win_top    [5] = s5_top    ; 
		assign win_width  [5] = s5_width  ; 
		assign win_height [5] = s5_height ; 
		assign s5_dst_bmp_o = s5_dst_bmp; 
	end 
	else begin 
		assign s5_dst_bmp_o = 0; 
	end
	if (C_WIN_NUM > 6) begin 
		assign s_dst_bmp  [6] = s6_dst_bmp; 
		assign win_left   [6] = s6_left   ; 
		assign win_top    [6] = s6_top    ; 
		assign win_width  [6] = s6_width  ; 
		assign win_height [6] = s6_height ; 
		assign s6_dst_bmp_o = s6_dst_bmp; 
	end 
	else begin 
		assign s6_dst_bmp_o = 0; 
	end
	if (C_WIN_NUM > 7) begin 
		assign s_dst_bmp  [7] = s7_dst_bmp; 
		assign win_left   [7] = s7_left   ; 
		assign win_top    [7] = s7_top    ; 
		assign win_width  [7] = s7_width  ; 
		assign win_height [7] = s7_height ; 
		assign s7_dst_bmp_o = s7_dst_bmp; 
	end 
	else begin 
		assign s7_dst_bmp_o = 0; 
	end
	endgenerate
	generate
		genvar i;
		genvar j;
		wire [C_WIN_NUM-1:0]     m_src_bmp  [C_WIN_NUM-1 : 0];
		for (i = 0; i < C_WIN_NUM; i = i+1) begin: m_src_calc
			for (j = 0; j < C_WIN_NUM; j = j+1) begin: m_src_bit_calc
				assign m_src_bmp[i][j] = s_dst_bmp[j][i];
			end
		end
		reg  cpixel_need[C_WIN_NUM-1:0];
		reg  rpixel_need[C_WIN_NUM-1:0];
		for (i = 0; i < C_WIN_NUM; i = i + 1) begin: single_win
			always @ (posedge clk) begin
				if (resetn == 1'b0)
					cpixel_need[i] <= 0;
				else if (cupdate) begin
					if (cidx_next == win_left[i] + win_width[i])
						cpixel_need[i] <= 0;
					else if (cidx_next == win_left[i])
						cpixel_need[i] <= 1;
					else if (m_clast)
						cpixel_need[i] <= 0;
				end
			end
			always @ (posedge clk) begin
				if (resetn == 1'b0)
					rpixel_need[i] <= 0;
				else if (rupdate) begin
					if (ridx_next == win_top[i] + win_height[i])
						rpixel_need[i] <= 0;
					else if (ridx_next == win_top[i])
						rpixel_need[i] <= 1;
					else if (m_rlast)
						rpixel_need[i] <= 0;
				end
			end
			assign s_need[i] = (cpixel_need[i] & rpixel_need[i]);
			assign m_axis_tuser[i+1] = ((s_need & m_src_bmp[i]) != 0);
		end
	endgenerate
endmodule
```
**design/flow/run.sh**
```bash
#!/bin/bash
# OpenROAD 26Q1-2900-gdf79404cd8, Yosys 0.63+post, stock flow scripts
make -C /OpenROAD-flow-scripts/flow DESIGN_CONFIG=/design/flow/config.mk WORK_HOME=/design/flow/orfs finish
```
**design/flow/config.mk**
```make
export PLATFORM = sky130hd
export DESIGN_NAME = axis_generator
export DESIGN_NICKNAME = axis_generator
export VERILOG_FILES = /design/flow/design.v
export SDC_FILE = /design/flow/constraint.sdc
export NUM_CORES = 4
export LEC_CHECK = 1
export CORE_AREA = 10 10 213 213
export DIE_AREA = 0 0 223 223
```
==> results.txt <==
Notes on the physical implementation.

- The flow ran to the end, and the final reports show no timing, DRC or antenna violations.
- The remaining max-slew budget at the tightest pin is 52.58%, for reference.
- Checking hold timing, the worst path is listed with class reg2reg.
- Pin placement for this block handled 457 I/O pins.
- After technology mapping, the gate count stands at 724.
- The clock period minus worst slack is 5593 ps, for reference.
- Setup repair after global routing left no endpoint under its margin.
- The routed wire length is 20,550 µm, for reference.
- Looking at the max-slew report, the worst-margin pin has a slew of 710.4 ps.
- The overall die size recorded for this design is 49,730 µm².
- The pin count of the biggest net entering global routing is 21, for reference.
- The final timing report lists clock skew as 2.635 ps.
- For reference, XOR and XNOR gates occupy 26.63% of the area reported after synthesis.
- The simple-gate area share of the yosys netlist is 21.75%, for reference.
- The initial antenna violation count is 7, for reference.
- The count of cell types in the netlist is 74, for reference.
- Across every metal layer, demand over resource in global routing totals 7.962%.
- Across all stage logs, warnings added up to 328.
- The clock latency on the worst-skew pair is 280 ps, for reference.
- TritonRoute output was used to compute an average wire per cell of 15.02 µm.
- The average cell area after synthesis is 7.747 µm², for reference.
- Listed in order, past its start point the critical path passes clkdlybuf4s50_1, a32o_1, clkdlybuf4s50_1.
- The aggregate negative setup slack is 0 ps, for reference.
- The via count of the first global-routing pass was 5,414.
- The horizontal die dimension reported for this design is 223 µm.
- The cell area after synthesis is 5609 µm², for reference.
- The pre-CTS setup slack is 5588 ps, for reference.
- The number of failing setup endpoints in the final timing report is 0, for reference.
- For this run, the top clock speed supported by timing is 178.8 MHz.
- The count of TritonRoute iterations in the first routing pass is 7, for reference.
- The highest ir drop seen on vdd is 0.04859 mV, for reference.
- The flop and latch count out of synthesis is 34, for reference.
- Yosys reports the multiplexer fraction of the synthesized area as 1.472%.
- The first global-routing pass estimated 31,350 µm of wire.
- After synthesis, the share of flip-flops with an asynchronous set or reset is 0%.
- The sum of overflow across all layers after global routing is 0, for reference.
- The largest single stage delay on the critical path is 480 ps.
- In this run the post-CTS setup repair buffer count came out at 0.
- The worst setup path is launched from an input pin.
- The clock transition at the registers of the reported paths is 50 ps, for reference.
- After its last routability iteration, the placer logged a weighted congestion of 0.8867.
- Per the final layout report, the fraction of cells sized above drive strength 1 comes to 3.001%.
- The number of synthesized flops with an enable pin is 2, for reference.
- The placed instance area is 7391 µm², for reference.
- The adder and majority gate portion of the synthesized area is 12.58%, for reference.
- The total number of clock tree sinks is 34, for reference.
- STA classifies the critical path endpoint as an output port.
- The yosys warning tally is 3, for reference.
- The report lists the number of standard-cell rows as 74.
- The area growth from synthesis to layout is 34.53%.
- The hold-fix buffer count after cts is 0, for reference.
- The portion of the post-synthesis area used by sequential elements is 12.49%, for reference.
- The core box area is 40,830 µm², for reference.
- Post-route period utilization is reported as 49.94%.
- Per the run summary, max-cap violations total 0.
- The category of the critical setup timing path is in2out, for reference.
- The clock tree from TritonCTS is done, for reference.
- The count of buffers added on input and output ports is 135.
- The leakage power in the latest report is 2.737 nW.
- The dominant non-sequential cell family after synthesis is XOR/XNOR gates, for reference.
- The number of nets with antenna violations after routing is 0, for reference.
- The hold violation count in the final report is 0, for reference.
- The final standard cell utilization of the core is 18.48%, for reference.
- The number of levels the H-tree was split into is 2, for reference.
- Detailed-route iteration 0 reported a violation count of 382.
- The cell total in the yosys stat output is 724, for reference.
- The compound-gate portion of the synthesized area is 17.00%, for reference.
- The mean number of vias per cell is 4.048, for reference.
- STA lists the maximum fanout along the critical path as 2.
- Setup slack closes at 5607 ps.
- The slowest cell on the critical path is clkdlybuf4s50_1, for reference.
- The final route contains 5,538 vias.
- The total non-filler cell area in the finished layout is 7546 µm², for reference.
- The clock root buffer is clkbuf_16, for reference.
- Dividing total power by cell area gives a power density of 68.97 nW/µm².
- The initial standard-cell utilization of the core is 13.74%, for reference.
- The clock buffer count from CTS is 5, for reference.
- The final max-slew violation count recorded for this run is 0.
- The height of the die is 223 µm, for reference.
- The area recorded from the Yosys report for this design is 5609 µm².
- Per the detail_route report, DRC violations left total 0.
- The required arrival time at the worst endpoint is 8960 ps, for reference.
- On the critical path the data arrives at 3350 ps.
- After clock tree synthesis, the repair step resized 0 gates.
- The synthesis report names the predominant flop master as dfxtp_1.
- The cell repeated most along the worst path is clkdlybuf4s50_1, for reference.
- Summed over all nets, the half-perimeter wirelength after detailed placement is 17,470 µm.
- The deepest clock path buffer count is 2, for reference.
## stage by stage
stage / hold slack, ps / std cells / power (mW)
2_1_floorplan: 425.9 / 743 / 0.2941
3_3_place_gp: 433.4 / 1357 / 0.3798
3_5_place_dp: 441.2 / 1357 / 0.3805
4_1_cts: 454.2 / 1365 / 0.5235
5_1_grt: 467.4 / 1365 / 0.5554
6_report: 451.6 / 1368 / 0.5205
## where the power goes
group	switching [mW]	internal [mW]
Combinational	0.117	0.129
Clock	0.0538	0.0882
Sequential	0.00761	0.125
## layout by cell type (no fill, tap or decap), types with 11 or more instances in the layout
master           instances
a21o_1                  11
xor2_1                  60
a21oi_1                 33
nor2_1                  38
nand3_1                 20
nor3_1                  21
xnor2_1                108
clkdlybuf4s50_1        135
inv_1                   33
nand2_1                 53
nor4_1                  14
dfxtp_1                 32
nand4_1                 18
ha_1                    50
conb_1                  20
o21ai_0                 15
## worst max-delay path: cells and delay by family
kind | cells | cell delay [ps]
AOI/OAI and AO/OA | 1 | 170
buffers and inverters | 2 | 950
## layer usage
metal,vias up,wire length (µm),track usage [%]
met5,-,58,0
met4,8,354,1.112
met3,26,1842,2.768
met2,173,9208,12.67
met1,2571,9085,10.42
li1,2760,-,-
## final cells by class
class | instances | area (µm²)
clock inverters | 1 | 5.005
clock buffers | 7 | 142.6
inverters | 34 | 127.6
multi-input cells | 620 | 4531
fillers | 4480 | 33290
diodes | 3 | 7.507
well taps | 532 | 665.6
flip-flops and latches | 34 | 700.7
repair buffers | 137 | 1366
## cells in the mapped netlist (all sizes together), types with 3 or more instances
cell,number,area [µm²]
ha,50,625.6
or2,8,50.05
a31oi,9,56.30
a21oi,33,165.2
or4,6,52.55
o211ai,6,45.04
mux2i,6,60.06
o21ai,20,100.1
o21a,6,45.04
clkbuf,17,63.81
nor3,21,105.1
inv,34,127.6
dfxtp,32,640.6
a311oi,5,50.04
a211oi,7,52.55
a21boi,5,37.53
nand4,18,112.6
or3,6,37.54
nand3b,8,60.06
nor4,15,100.1
a2111oi,3,32.53
nor4b,3,26.28
nand3,20,100.1
nor2b,8,50.05
o2111ai,7,61.31
nor2,39,148.9
xor2,60,525.5
xnor2,108,945.9
a21o,11,82.58
a41oi,3,26.28
buf,38,257.7
and2,3,21.27
nand2,54,205.2
nand2b,7,43.79
o22ai,4,25.02
fa,4,80.08
and3,10,63.81
## registers in the layout, indices dropped and copies added, names as in the netlist
signal	flops
cpixel_need	2
m_axis_tvalid	1
m_clast	1
m_rlast	1
m_rlast_next	1
rpixel_need	2
m_clast_next	1
ridx_next	12
cidx_next	12
m_tuser	1
## path summary, 6_finish.rpt
check / from / endpoint / slack [ps] / cells past startpoint
worst min-delay path: m_rlast$_SDFFE_PN1P_ / m_rlast$_SDFFE_PN1P_ / 450 / 1
worst min register to register: m_rlast$_SDFFE_PN1P_ / m_rlast$_SDFFE_PN1P_ / 450 / 1
worst max register to register: cidx_next[11]$_SDFFE_PN0N_ / cpixel_need[0]$_SDFFE_PN0P_ / 8560 / 7
worst max-delay path: s0_dst_bmp[0] / m_axis_tuser[1] / 5610 / 3
## cell families (layout without fill, tap and decap cells)
group	after synthesis	in the layout
AND-OR/OR-AND	139	139
XOR/XNOR	169	169
adder cells (fa/ha/maj)	54	54
buffers and inverters	89	179
flip-flops	34	34
multiplexers	8	8
other	1	23
AND/OR/NAND/NOR	230	230
No activity file was given, so power comes from the tool's default toggle rates.
