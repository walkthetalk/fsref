$ cat ./run.sh
#!/bin/bash
# OpenROAD 26Q1-2900-gdf79404cd8, Yosys 0.63+post, stock flow scripts
make -C /OpenROAD-flow-scripts/flow DESIGN_CONFIG=/design/flow/config.mk WORK_HOME=/design/flow/orfs finish
$ cat ./config.mk
export PLATFORM = sky130hd
export DESIGN_NAME = axis_interconnector
export DESIGN_NICKNAME = axis_interconnector
export VERILOG_FILES = /design/flow/design.v
export SDC_FILE = /design/flow/constraint.sdc
export NUM_CORES = 4
export LEC_CHECK = 1
export CORE_UTILIZATION = 40
$ cat ./constraint.sdc
current_design axis_interconnector

set clk_period 3.2
set clk_io_pct 0.2

create_clock -name clk0 -period $clk_period [get_ports {clk}]

set non_clock_inputs [all_inputs -no_clocks]
set_input_delay [expr $clk_period * $clk_io_pct] -clock clk0 $non_clock_inputs
set_output_delay [expr $clk_period * $clk_io_pct] -clock clk0 [all_outputs]
$ cat ./design.v
`timescale 1 ns / 1 ps
module axis_interconnector #
(
	parameter integer C_PIXEL_WIDTH	 = 8,
	parameter integer C_S_STREAM_NUM = 8,
	parameter integer C_M_STREAM_NUM = 8,
	parameter integer C_ONE2MANY     = 0
)
(
	input wire clk,
	input wire resetn,
	input  wire                        s0_axis_tvalid,
	input  wire [C_PIXEL_WIDTH-1:0]    s0_axis_tdata,
	input  wire                        s0_axis_tuser,
	input  wire                        s0_axis_tlast,
	output wire                        s0_axis_tready,
	input  wire [C_M_STREAM_NUM-1:0]   s0_dst_bmp,
	output wire                        m0_axis_tvalid,
	output wire [C_PIXEL_WIDTH-1:0]    m0_axis_tdata,
	output wire                        m0_axis_tuser,
	output wire                        m0_axis_tlast,
	input  wire                        m0_axis_tready,
	input  wire                        s1_axis_tvalid,
	input  wire [C_PIXEL_WIDTH-1:0]    s1_axis_tdata,
	input  wire                        s1_axis_tuser,
	input  wire                        s1_axis_tlast,
	output wire                        s1_axis_tready,
	input  wire [C_M_STREAM_NUM-1:0]   s1_dst_bmp,
	output wire                        m1_axis_tvalid,
	output wire [C_PIXEL_WIDTH-1:0]    m1_axis_tdata,
	output wire                        m1_axis_tuser,
	output wire                        m1_axis_tlast,
	input  wire                        m1_axis_tready,
	input  wire                        s2_axis_tvalid,
	input  wire [C_PIXEL_WIDTH-1:0]    s2_axis_tdata,
	input  wire                        s2_axis_tuser,
	input  wire                        s2_axis_tlast,
	output wire                        s2_axis_tready,
	input  wire [C_M_STREAM_NUM-1:0]   s2_dst_bmp,
	output wire                        m2_axis_tvalid,
	output wire [C_PIXEL_WIDTH-1:0]    m2_axis_tdata,
	output wire                        m2_axis_tuser,
	output wire                        m2_axis_tlast,
	input  wire                        m2_axis_tready,
	input  wire                        s3_axis_tvalid,
	input  wire [C_PIXEL_WIDTH-1:0]    s3_axis_tdata,
	input  wire                        s3_axis_tuser,
	input  wire                        s3_axis_tlast,
	output wire                        s3_axis_tready,
	input  wire [C_M_STREAM_NUM-1:0]   s3_dst_bmp,
	output wire                        m3_axis_tvalid,
	output wire [C_PIXEL_WIDTH-1:0]    m3_axis_tdata,
	output wire                        m3_axis_tuser,
	output wire                        m3_axis_tlast,
	input  wire                        m3_axis_tready,
	input  wire                        s4_axis_tvalid,
	input  wire [C_PIXEL_WIDTH-1:0]    s4_axis_tdata,
	input  wire                        s4_axis_tuser,
	input  wire                        s4_axis_tlast,
	output wire                        s4_axis_tready,
	input  wire [C_M_STREAM_NUM-1:0]   s4_dst_bmp,
	output wire                        m4_axis_tvalid,
	output wire [C_PIXEL_WIDTH-1:0]    m4_axis_tdata,
	output wire                        m4_axis_tuser,
	output wire                        m4_axis_tlast,
	input  wire                        m4_axis_tready,
	input  wire                        s5_axis_tvalid,
	input  wire [C_PIXEL_WIDTH-1:0]    s5_axis_tdata,
	input  wire                        s5_axis_tuser,
	input  wire                        s5_axis_tlast,
	output wire                        s5_axis_tready,
	input  wire [C_M_STREAM_NUM-1:0]   s5_dst_bmp,
	output wire                        m5_axis_tvalid,
	output wire [C_PIXEL_WIDTH-1:0]    m5_axis_tdata,
	output wire                        m5_axis_tuser,
	output wire                        m5_axis_tlast,
	input  wire                        m5_axis_tready,
	input  wire                        s6_axis_tvalid,
	input  wire [C_PIXEL_WIDTH-1:0]    s6_axis_tdata,
	input  wire                        s6_axis_tuser,
	input  wire                        s6_axis_tlast,
	output wire                        s6_axis_tready,
	input  wire [C_M_STREAM_NUM-1:0]   s6_dst_bmp,
	output wire                        m6_axis_tvalid,
	output wire [C_PIXEL_WIDTH-1:0]    m6_axis_tdata,
	output wire                        m6_axis_tuser,
	output wire                        m6_axis_tlast,
	input  wire                        m6_axis_tready,
	input  wire                        s7_axis_tvalid,
	input  wire [C_PIXEL_WIDTH-1:0]    s7_axis_tdata,
	input  wire                        s7_axis_tuser,
	input  wire                        s7_axis_tlast,
	output wire                        s7_axis_tready,
	input  wire [C_M_STREAM_NUM-1:0]   s7_dst_bmp,
	output wire                        m7_axis_tvalid,
	output wire [C_PIXEL_WIDTH-1:0]    m7_axis_tdata,
	output wire                        m7_axis_tuser,
	output wire                        m7_axis_tlast,
	input  wire                        m7_axis_tready
);
	localparam integer C_MAX_STREAM_NUM = 8;
	generate
		genvar i;
		genvar j;
	endgenerate
	wire                        s_tvalid [C_MAX_STREAM_NUM-1:0];
	wire [C_PIXEL_WIDTH-1:0]    s_tdata  [C_MAX_STREAM_NUM-1:0];
	wire                        s_tuser  [C_MAX_STREAM_NUM-1:0];
	wire                        s_tlast  [C_MAX_STREAM_NUM-1:0];
	wire                        s_tready [C_MAX_STREAM_NUM-1:0];
	wire [C_M_STREAM_NUM-1:0]   s_dst_bmp[C_MAX_STREAM_NUM-1:0];
	wire                        m_tvalid [C_MAX_STREAM_NUM-1:0];
	wire [C_PIXEL_WIDTH-1:0]    m_tdata  [C_MAX_STREAM_NUM-1:0];
	wire                        m_tuser  [C_MAX_STREAM_NUM-1:0];
	wire                        m_tlast  [C_MAX_STREAM_NUM-1:0];
	wire                        m_tready [C_MAX_STREAM_NUM-1:0];
	assign s_tvalid[0]        = s0_axis_tvalid; 
	assign s_tdata[0]         = s0_axis_tdata; 
	assign s_tuser[0]         = s0_axis_tuser; 
	assign s_tlast[0]         = s0_axis_tlast; 
	assign s0_axis_tready = s_tready[0]; 
	assign s_dst_bmp[0]       = s0_dst_bmp; 
	assign m0_axis_tvalid = m_tvalid[0]; 
	assign m0_axis_tdata  = m_tdata[0] ; 
	assign m0_axis_tuser  = m_tuser[0] ; 
	assign m0_axis_tlast  = m_tlast[0] ; 
	assign m_tready[0]        = m0_axis_tready;
	assign s_tvalid[1]        = s1_axis_tvalid; 
	assign s_tdata[1]         = s1_axis_tdata; 
	assign s_tuser[1]         = s1_axis_tuser; 
	assign s_tlast[1]         = s1_axis_tlast; 
	assign s1_axis_tready = s_tready[1]; 
	assign s_dst_bmp[1]       = s1_dst_bmp; 
	assign m1_axis_tvalid = m_tvalid[1]; 
	assign m1_axis_tdata  = m_tdata[1] ; 
	assign m1_axis_tuser  = m_tuser[1] ; 
	assign m1_axis_tlast  = m_tlast[1] ; 
	assign m_tready[1]        = m1_axis_tready;
	assign s_tvalid[2]        = s2_axis_tvalid; 
	assign s_tdata[2]         = s2_axis_tdata; 
	assign s_tuser[2]         = s2_axis_tuser; 
	assign s_tlast[2]         = s2_axis_tlast; 
	assign s2_axis_tready = s_tready[2]; 
	assign s_dst_bmp[2]       = s2_dst_bmp; 
	assign m2_axis_tvalid = m_tvalid[2]; 
	assign m2_axis_tdata  = m_tdata[2] ; 
	assign m2_axis_tuser  = m_tuser[2] ; 
	assign m2_axis_tlast  = m_tlast[2] ; 
	assign m_tready[2]        = m2_axis_tready;
	assign s_tvalid[3]        = s3_axis_tvalid; 
	assign s_tdata[3]         = s3_axis_tdata; 
	assign s_tuser[3]         = s3_axis_tuser; 
	assign s_tlast[3]         = s3_axis_tlast; 
	assign s3_axis_tready = s_tready[3]; 
	assign s_dst_bmp[3]       = s3_dst_bmp; 
	assign m3_axis_tvalid = m_tvalid[3]; 
	assign m3_axis_tdata  = m_tdata[3] ; 
	assign m3_axis_tuser  = m_tuser[3] ; 
	assign m3_axis_tlast  = m_tlast[3] ; 
	assign m_tready[3]        = m3_axis_tready;
	assign s_tvalid[4]        = s4_axis_tvalid; 
	assign s_tdata[4]         = s4_axis_tdata; 
	assign s_tuser[4]         = s4_axis_tuser; 
	assign s_tlast[4]         = s4_axis_tlast; 
	assign s4_axis_tready = s_tready[4]; 
	assign s_dst_bmp[4]       = s4_dst_bmp; 
	assign m4_axis_tvalid = m_tvalid[4]; 
	assign m4_axis_tdata  = m_tdata[4] ; 
	assign m4_axis_tuser  = m_tuser[4] ; 
	assign m4_axis_tlast  = m_tlast[4] ; 
	assign m_tready[4]        = m4_axis_tready;
	assign s_tvalid[5]        = s5_axis_tvalid; 
	assign s_tdata[5]         = s5_axis_tdata; 
	assign s_tuser[5]         = s5_axis_tuser; 
	assign s_tlast[5]         = s5_axis_tlast; 
	assign s5_axis_tready = s_tready[5]; 
	assign s_dst_bmp[5]       = s5_dst_bmp; 
	assign m5_axis_tvalid = m_tvalid[5]; 
	assign m5_axis_tdata  = m_tdata[5] ; 
	assign m5_axis_tuser  = m_tuser[5] ; 
	assign m5_axis_tlast  = m_tlast[5] ; 
	assign m_tready[5]        = m5_axis_tready;
	assign s_tvalid[6]        = s6_axis_tvalid; 
	assign s_tdata[6]         = s6_axis_tdata; 
	assign s_tuser[6]         = s6_axis_tuser; 
	assign s_tlast[6]         = s6_axis_tlast; 
	assign s6_axis_tready = s_tready[6]; 
	assign s_dst_bmp[6]       = s6_dst_bmp; 
	assign m6_axis_tvalid = m_tvalid[6]; 
	assign m6_axis_tdata  = m_tdata[6] ; 
	assign m6_axis_tuser  = m_tuser[6] ; 
	assign m6_axis_tlast  = m_tlast[6] ; 
	assign m_tready[6]        = m6_axis_tready;
	assign s_tvalid[7]        = s7_axis_tvalid; 
	assign s_tdata[7]         = s7_axis_tdata; 
	assign s_tuser[7]         = s7_axis_tuser; 
	assign s_tlast[7]         = s7_axis_tlast; 
	assign s7_axis_tready = s_tready[7]; 
	assign s_dst_bmp[7]       = s7_dst_bmp; 
	assign m7_axis_tvalid = m_tvalid[7]; 
	assign m7_axis_tdata  = m_tdata[7] ; 
	assign m7_axis_tuser  = m_tuser[7] ; 
	assign m7_axis_tlast  = m_tlast[7] ; 
	assign m_tready[7]        = m7_axis_tready;
	wire [C_S_STREAM_NUM-1:0]  sc_tvalid                   ;
	wire [C_S_STREAM_NUM-1:0]  sc_tdata [C_PIXEL_WIDTH-1:0];
	wire [C_S_STREAM_NUM-1:0]  sc_tuser                    ;
	wire [C_S_STREAM_NUM-1:0]  sc_tlast                    ;
	wire [C_S_STREAM_NUM-1:0]  sc_tready                   ;
	reg                        m_valid[C_M_STREAM_NUM-1:0];
	reg [C_PIXEL_WIDTH-1:0]    m_data [C_M_STREAM_NUM-1:0];
	reg                        m_user [C_M_STREAM_NUM-1:0];
	reg                        m_last [C_M_STREAM_NUM-1:0];
	wire [C_M_STREAM_NUM-1:0]  m_4s_ready;
	wire [C_M_STREAM_NUM-1:0]  s_2m_valid;
	wire [C_M_STREAM_NUM-1:0]  s_2m_next;
	wire [C_S_STREAM_NUM-1:0]  m_src_bmp[C_M_STREAM_NUM-1:0];
	generate
		for (i = 0; i < C_S_STREAM_NUM; i = i+1) begin: single_stream_convert
			assign sc_tvalid[i] = s_tvalid[i];
			assign sc_tuser [i] = s_tuser [i];
			assign sc_tlast [i] = s_tlast [i];
			assign s_tready[i]  = sc_tready[i];
			for (j = 0; j < C_PIXEL_WIDTH; j = j + 1) begin: single_stream_bit_convert
				assign sc_tdata [j][i] = s_tdata [i][j];
			end
			if (C_ONE2MANY)
				assign sc_tready[i]   = ((m_4s_ready & s_dst_bmp[i]) == s_dst_bmp[i]);
			else
				assign sc_tready[i]   = ((m_4s_ready & s_dst_bmp[i]) != 0);
		end
		for (i = C_S_STREAM_NUM; i < C_MAX_STREAM_NUM; i = i+1) begin: disabled_s_stream
			assign s_tready[i] = 0;
		end
	endgenerate
	generate
		for (i = 0; i < C_M_STREAM_NUM; i = i+1) begin: single_out
			for (j = 0; j < C_S_STREAM_NUM; j = j+1) begin: single_in_bmp
				assign m_src_bmp[i][j] = s_dst_bmp[j][i];
			end
			assign m_4s_ready[i]   = (~m_tvalid[i] | m_tready[i]);
			assign m_tvalid[i] = m_valid[i];
			assign m_tdata [i] = m_data[i];
			assign m_tuser [i] = m_user[i];
			assign m_tlast [i] = m_last[i];
			assign s_2m_valid[i] = ((sc_tvalid & m_src_bmp[i]) != 0);
			if (C_ONE2MANY) begin
				assign s_2m_next[i]  = (s_2m_valid[i] && ((sc_tready & m_src_bmp[i]) != 0));
				always @ (posedge clk) begin
					if (resetn == 1'b0)
						m_valid[i] <= 0;
					else if (s_2m_next[i])
						m_valid[i] <= 1;
					else if (m_tready[i])
						m_valid[i] <= 0;
				end
			end
			else begin
				assign s_2m_next[i]  = (s_2m_valid[i] && m_4s_ready[i]);
				always @ (posedge clk) begin
					if (resetn == 1'b0)
						m_valid[i] <= 0;
					else if (s_2m_valid[i])
						m_valid[i] <= 1;
					else if (m_tready[i])
						m_valid[i] <= 0;
				end
			end
			always @ (posedge clk) begin
				if (resetn == 1'b0) begin
					m_user[i] <= 0;
					m_last[i] <= 0;
				end
				else if (s_2m_next[i]) begin
					m_user[i] <= ((sc_tuser & m_src_bmp[i]) != 0);
					m_last[i] <= ((sc_tlast & m_src_bmp[i]) != 0);
				end
			end
			for (j = 0; j < C_PIXEL_WIDTH; j=j+1) begin: single_bit_assign
				always @ (posedge clk) begin
					if (resetn == 1'b0) begin
						m_data[i][j] <= 0;
					end
					else if (s_2m_next[i]) begin
						m_data[i][j] <= ((sc_tdata[j] & m_src_bmp[i]) != 0);
					end
				end
			end
		end
		for (i = C_M_STREAM_NUM; i < C_MAX_STREAM_NUM; i = i+1) begin: disabled_m_stream
			assign m_tvalid[i] = 0;
			assign m_tdata [i] = 0;
			assign m_tuser [i] = 0;
			assign m_tlast [i] = 0;
		end
	endgenerate
endmodule
==> run notes <==
flow finished, numbers: DRC=0, clock root cell=clkbuf_16, worst vdd rail ir drop=approximately 260 uV, RSZ-0062 raised after global routing=no, Detailed Route WL=approximately 56000 um, Critical Path Max Stage Delay=between 0.5 and 0.6 ns, WL/cell=~43 um, crit-path cells=clkdlybuf4s50_1 -> nand2b_1 -> a22oi_1 -> nand4_1 -> clkdlybuf4s50_1, Least-Margin Pin Slew=1.08 ns, FFs w/ async S/R, synth=0, Seq cells post-synth=a little under 90, syn avg cell area=8.58 um2, row count=50, cell count in the Yosys report=887, Area growth, synth to finish=37.3%, largest net degree at the start of global routing=roughly 43, die height=roughly 140 um, global-route wire length before repair=76300 um, number of global-route vias before repair=10200, status=finished clean, TritonRoute pass-1 iters=9, Period Utilization, post-route=0.965, Vias=11200, sequential fraction of the synthesis area=0.232, highest-delay cell along the critical path=clkdlybuf4s50_1, global placement routability congestion=1.18, setup bufs post-CTS=0, Chip Area, Yosys=about 0.0076 mm2, total power=around 4.1 mW, CTS max path bufs=2, Mapped Area=~0.0076 mm2, total global routing overflow=0, Post-Syn Instances=about 890, GRT Util Overall=0.573, io pins=~260, HP Class=flip-flop to flip-flop, die width=roughly 140 um, Peak Freq=around 320 MHz, setup violators final=0, fin crit period=about 3.1 ns, CORE AREA=0.0186 mm2, Via density=~8.5, Hold Buf Count CTS=0, CP startpoint kind=primary input, Setup TNS=0 ns, initial antenna violation count=5, Crit. End Element=output pin, TritonCTS Buffers=9, Final Hold Fails=0, Final Core Density=0.560, worst path arrival time=roughly 2.5 ns, Rel. slew slack=0.276, Core Density at Floorplan=0.408, Yosys Warn Count=5, max-cap violation count=0, Sink Count=88, Reg2Reg Depth=5, number of synthesized flops with an enable pin=0, Final HPWL DP=about 35000 um, Worst-path clk slew=~0.07 ns, Hold Slack=roughly 0.47 ns, die area=0.0196 mm2, layout cells sized above 1=0.110, Cell Type Count=32, H-tree depth=3, Top FF cell, synth=dfxtp_1, Pwr Density=between 300 and 400 mW/mm2, WP data required=between 2 and 3 ns, crit path kind=primary input to output pin, Max Transition Viols Final=0, cell mode on critical path=clkdlybuf4s50_1, CTS tree=yes, Latency at later pin=0.36 ns, Final ANT Viol Nets=0, crit path max fanout=8, port bufs=257, OpenROAD warning count=25, Clock Skew=0.00819 ns, Detailed Route Iter0 Violations=2317, Post-CTS Resized=0, Leak Pwr=4.27 nW, WHS Path Cells=2
[state kept, by name, summed over array words and instances, names as in the netlist]
| signal | count |
|---|---|
| m_data | 64 |
| m_last | 8 |
| m_user | 8 |
| m_valid | 8 |
[critical path, delay by kind of cell]
family / cells / cell delay, ns
buffers and inverters: 2 / 1.02
and+or+nand+nor: 2 / 0.62
AOI/OAI and AO/OA: 1 / 0.16
[kinds of logic (layout without fill, tap and decap cells)]
| family | count (synthesis) | count (layout) | share of synthesized area |
|---|---|---|---|
| AND-OR/OR-AND | 470 | 470 | 0.513 |
| buffers and inverters | 186 | 367 | 0.138 |
| flip-flops | 88 | 88 | 0.232 |
| multiplexers | 10 | 10 | 0.0132 |
| other | 0 | 5 | 0 |
| AND/OR/NAND/NOR | 133 | 133 | 0.104 |
[synthesized netlist by cell type (3+ instances only)]
cell type / number / share of area
a22oi_1: 241 / 0.24
clkbuf_1: 94 / 0.046
nand4_1: 91 / 0.075
dfxtp_1: 88 / 0.23
a221oi_1: 71 / 0.082
o211a_1: 70 / 0.092
a22o_1: 69 / 0.079
buf_2: 28 / 0.018
buf_4: 25 / 0.025
nand2_1: 22 / 0.011
clkbuf_2: 15 / 0.0099
clkbuf_8: 10 / 0.018
mux2i_1: 10 / 0.013
nand2b_1: 8 / 0.0066
o21a_1: 7 / 0.0069
a41oi_1: 6 / 0.0069
buf_6: 6 / 0.0089
nor2b_1: 6 / 0.0049
buf_1: 3 / 0.0015
nand4_2: 3 / 0.0049
[metal layers]
metal / track usage / wire (um)
met1: 0.671 / 19100
met5: 0.0827 / 101
met3: 0.420 / 10900
met4: 0.375 / 5350
met2: 0.720 / 20300
[power by group]
| group | switching, mW | internal [mW] | total, mW |
|---|---|---|---|
| combinational | 0.933 | 0.746 | 1.68 |
| clock | 0.508 | 0.627 | 1.13 |
| sequential | 0.0649 | 1.21 | 1.28 |
[placed cells by master, fill, tap and decap left out, drive strengths merged]
master	Yosys	routed
a21boi	1	1
a221oi	71	71
a22o	71	71
a22oi	242	242
a41oi	7	7
and2b	1	1
buf	63	96
bufinv	0	1
clkbuf	121	11
clkdlybuf4s50	0	256
clkinv	0	2
clkinvlp	0	1
dfxtp	88	88
diode	0	5
mux2i	10	10
nand2	22	22
nand2b	8	8
nand3	1	1
nand4	94	94
nor2	1	1
nor2b	6	6
o211a	70	70
o21a	7	7
o21ai	1	1
[path summary, 6_finish.rpt]
path,slack [ns],endpoint,start
setup / recovery,0.11,s7_axis_tready,m4_axis_tready
hold / removal,0.47,m_user[7],m_user[7]
setup reg to reg,1.79,m_data[4][7],m_valid[4]
hold reg to reg,0.47,m_user[7],m_user[7]
[area by class of cell]
type	instances	area, um2
Clock buffer	11	243
Sequential cell	88	1760
Clock inverter	4	55.1
Antenna cell	5	12.5
Multi-Input combinational cell	613	4800
Timing Repair Buffer	352	3280
Fill cell	1595	8200
Tap cell	234	293
[metrics by stage]
| step | worst slack [ns] | area, um2 | std cells |
|---|---|---|---|
| 2_1_floorplan | 1.16 | 7610 | 887 |
| 3_3_place_gp | 0.185 | 10100 | 1287 |
| 3_5_place_dp | 0.190 | 10100 | 1287 |
| 4_1_cts | 0.180 | 10400 | 1302 |
| 5_1_grt | 0.0847 | 10400 | 1302 |
| 6_report | 0.112 | 10400 | 1307 |
No activity file was given, so power comes from the tool's default toggle rates.
