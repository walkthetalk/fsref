[config.mk]
export PLATFORM = sky130hd
export DESIGN_NAME = axis_blender
export DESIGN_NICKNAME = axis_blender
export VERILOG_FILES = /design/flow/design.v
export SDC_FILE = /design/flow/constraint.sdc
export NUM_CORES = 4
export LEC_CHECK = 1
export CORE_UTILIZATION = 50
[constraint.sdc]
current_design axis_blender

set clk_period 18.7
set clk_io_pct 0.2

create_clock -name clk0 -period $clk_period [get_ports {clk}]

set non_clock_inputs [all_inputs -no_clocks]
set_input_delay [expr $clk_period * $clk_io_pct] -clock clk0 $non_clock_inputs
set_output_delay [expr $clk_period * $clk_io_pct] -clock clk0 [all_outputs]
[design.v]
`timescale 1 ns / 1 ps
module axis_blender #
(
	parameter integer C_CHN_WIDTH		=  8,
	parameter integer C_S0_CHN_NUM		=  1,
	parameter integer C_S1_CHN_NUM		=  3,
	parameter integer C_ALPHA_WIDTH		=  8,
	parameter integer C_FIXED_ALPHA         =  0,
	parameter integer C_S1_ENABLE           =  0,
	parameter integer C_IN_NEED_WIDTH	=  8,
	parameter integer C_OUT_NEED_WIDTH	=  7,	 
	parameter integer C_M_WIDTH		= 24,	 
	parameter integer C_TEST		= 0
)
(
	input wire clk,
	input wire resetn,
	input  wire                                    s0_axis_tvalid,
	input  wire [C_CHN_WIDTH * C_S0_CHN_NUM - 1:0] s0_axis_tdata,
	input  wire [C_IN_NEED_WIDTH:0]                s0_axis_tuser,
	input  wire                                    s0_axis_tlast,
	output wire                                    s0_axis_tready,
	input  wire                                    s1_enable,
	input  wire                                    s1_axis_tvalid,
	input  wire [C_CHN_WIDTH * C_S1_CHN_NUM + C_ALPHA_WIDTH - 1:0] s1_axis_tdata,
	input  wire                                    s1_axis_tuser,
	input  wire                                    s1_axis_tlast,
	output wire                                    s1_axis_tready,
	output wire                                    m_axis_tvalid,
	output wire [C_M_WIDTH-1:0]                    m_axis_tdata,
	output wire [C_OUT_NEED_WIDTH:0]               m_axis_tuser,
	output wire                                    m_axis_tlast,
	input  wire                                    m_axis_tready
);
	localparam integer C_S0_WIDTH = C_CHN_WIDTH * C_S0_CHN_NUM;
	localparam integer C_S1_WIDTH = C_CHN_WIDTH * C_S1_CHN_NUM;
	localparam integer C_M_CHN_NUM = (C_S0_CHN_NUM > C_S1_CHN_NUM ? C_S0_CHN_NUM : C_S1_CHN_NUM);
	wire out_ready;
	assign out_ready = (~m_axis_tvalid || m_axis_tready);
	wire needs1;
	wire input_valid;
generate
	wire original_needs1;
	if (C_IN_NEED_WIDTH > 0)
		assign original_needs1 = s0_axis_tuser[1];
	else
		assign original_needs1 = 1'b1;
	if (C_S1_ENABLE)
		assign needs1 = s1_enable & original_needs1;
	else
		assign needs1 = original_needs1;
endgenerate
	assign input_valid = (s0_axis_tvalid && (~needs1 || s1_axis_tvalid));
	assign s0_axis_tready = (out_ready && input_valid);
	assign s1_axis_tready = (out_ready && (s0_axis_tvalid && s1_axis_tvalid && needs1));
generate
	genvar i;
if (C_ALPHA_WIDTH == 0) begin: without_alpha
	reg                                    mr_axis_tvalid;
	reg [C_M_WIDTH-1:0]                    mr_axis_tdata ;
	reg [C_OUT_NEED_WIDTH:0]               mr_axis_tuser ;
	reg                                    mr_axis_tlast ;
	assign m_axis_tvalid = mr_axis_tvalid;
	assign m_axis_tdata  = mr_axis_tdata ;
	assign m_axis_tuser  = mr_axis_tuser ;
	assign m_axis_tlast  = mr_axis_tlast ;
	wire [C_M_WIDTH-1:0] s0_tdata;
	for (i = 0; i < C_M_WIDTH / C_S0_WIDTH; i = i+1) begin
		assign s0_tdata[C_S0_WIDTH * (i+1) - 1 : C_S0_WIDTH * i] = s0_axis_tdata;
	end
	wire [C_M_WIDTH-1:0] s1_tdata;
	for (i = 0; i < C_M_WIDTH / C_S1_WIDTH; i = i+1) begin
		assign s1_tdata[C_S1_WIDTH * (i+1) - 1 : C_S1_WIDTH * i] = s1_axis_tdata;
	end
	always @ (posedge clk) begin
		if (resetn == 1'b0) begin
			mr_axis_tvalid   <= 0;
			mr_axis_tdata    <= 0;
			mr_axis_tuser[0] <= 0;
			mr_axis_tlast    <= 0;
		end
		else if (out_ready) begin
			mr_axis_tvalid <= input_valid;
			mr_axis_tdata <= (needs1 ? s1_tdata : s0_tdata);
			mr_axis_tuser[0] <= s0_axis_tuser[0];
			mr_axis_tlast <= s0_axis_tlast;
		end
	end
	if (C_IN_NEED_WIDTH > 1) begin
		always @ (posedge clk) begin
			if (resetn == 1'b0)
				mr_axis_tuser[C_IN_NEED_WIDTH-1:1] <= 0;
			else if (out_ready)
				mr_axis_tuser[C_IN_NEED_WIDTH-1:1] <= s0_axis_tuser[C_IN_NEED_WIDTH:2];
		end
	end
end
else begin: with_alpha
	localparam integer C_DELAY = 3;
	reg                                    mr_axis_tvalid[C_DELAY-1:0];
	reg [C_OUT_NEED_WIDTH:0]               mr_axis_tuser [C_DELAY-1:0];
	reg                                    mr_axis_tlast [C_DELAY-1:0];
	assign m_axis_tvalid = mr_axis_tvalid[C_DELAY-1];
	assign m_axis_tuser  = mr_axis_tuser [C_DELAY-1];
	assign m_axis_tlast  = mr_axis_tlast [C_DELAY-1];
	for (i = 1; i < C_DELAY; i = i+1) begin: single_delay
		always @ (posedge clk) begin
			if (resetn == 1'b0) begin
				mr_axis_tvalid[i] <= 0;
				mr_axis_tlast [i] <= 0;
				mr_axis_tuser [i] <= 0;
			end
			else if (out_ready) begin
				mr_axis_tvalid[i] <= mr_axis_tvalid[i-1];
				mr_axis_tlast [i] <= mr_axis_tlast [i-1];
				mr_axis_tuser [i] <= mr_axis_tuser [i-1];
			end
		end
	end
	always @ (posedge clk) begin
		if (resetn == 1'b0) begin
			mr_axis_tvalid[0] <= 0;
			mr_axis_tlast [0] <= 0;
			mr_axis_tuser [0][0] <= 0;
		end
		else if (out_ready) begin
			mr_axis_tvalid[0] <= input_valid;
			mr_axis_tlast [0] <= s0_axis_tlast;
			mr_axis_tuser [0][0] <= s0_axis_tuser[0];
		end
	end
	if (C_IN_NEED_WIDTH > 1) begin
		always @ (posedge clk) begin
			if (resetn == 1'b0)
				mr_axis_tuser[0][C_IN_NEED_WIDTH-1:1] <= 0;
			else if (out_ready)
				mr_axis_tuser[0][C_IN_NEED_WIDTH-1:1] = s0_axis_tuser[C_IN_NEED_WIDTH:2];
		end
	end
	wire [C_CHN_WIDTH-1:0]     s0_pure_data[C_S0_CHN_NUM-1:0];
	wire [C_CHN_WIDTH-1:0]     s1_pure_data[C_S1_CHN_NUM-1:0];
	wire [C_ALPHA_WIDTH-1:0]   alpha_data;
	if (C_FIXED_ALPHA != 0) begin
		assign alpha_data    = C_FIXED_ALPHA;
	end
	else begin
		assign alpha_data    = s1_axis_tdata[C_S1_WIDTH + C_ALPHA_WIDTH - 1 : C_S1_WIDTH];
	end
	wire [C_ALPHA_WIDTH:0]   alpha_fixed;
	assign alpha_fixed = (alpha_data[C_ALPHA_WIDTH-1]) ? (alpha_data + 1) : alpha_data;
	reg[C_CHN_WIDTH-1:0]                   s0_data_d0     [C_S0_CHN_NUM-1:0];
	reg[C_ALPHA_WIDTH:0]                   nalpha_d0;
	reg[C_CHN_WIDTH + C_ALPHA_WIDTH -1:0]  s1_mul_alpha_d0[C_S1_CHN_NUM-1:0];
	always @ (posedge clk) begin
		if (out_ready) begin
			if (needs1)
				nalpha_d0       <= {1'b1, {C_ALPHA_WIDTH{1'b0}}} - alpha_fixed;
			else
				nalpha_d0       <= {1'b1, {C_ALPHA_WIDTH{1'b0}}};
		end
	end
	reg[C_CHN_WIDTH + C_ALPHA_WIDTH - 1:0]  s0_mul_alpha_d1[C_S0_CHN_NUM-1:0];
	reg[C_CHN_WIDTH + C_ALPHA_WIDTH - 1:0]  s1_mul_alpha_d1[C_S1_CHN_NUM-1:0];
	for (i = 0; i < C_S0_CHN_NUM; i = i+1) begin
		assign s0_pure_data[i] = s0_axis_tdata[C_CHN_WIDTH*(i+1)-1:C_CHN_WIDTH*i];
		always @ (posedge clk) begin
			if (out_ready)
				s0_data_d0[i] <= s0_pure_data[i];
		end
		always @ (posedge clk) begin
			if (out_ready)
				s0_mul_alpha_d1[i] <= s0_data_d0[i] * nalpha_d0;
		end
	end
	for (i = 0; i < C_S1_CHN_NUM; i = i+1) begin
		assign s1_pure_data[i] = s1_axis_tdata[C_CHN_WIDTH*(i+1)-1:C_CHN_WIDTH*i];
		always @ (posedge clk) begin
			if (out_ready) begin
				if (needs1)
					s1_mul_alpha_d0[i] <= s1_pure_data[i] * alpha_fixed;
				else
					s1_mul_alpha_d0[i] <= 0;
			end
		end
		always @ (posedge clk) begin
			if (out_ready)
				s1_mul_alpha_d1[i] <= s1_mul_alpha_d0[i];
		end
	end
	wire [C_CHN_WIDTH + C_ALPHA_WIDTH-1:0] s0_mul_alpha_d1_regen[C_M_CHN_NUM-1:0];
	wire [C_CHN_WIDTH + C_ALPHA_WIDTH-1:0] s1_mul_alpha_d1_regen[C_M_CHN_NUM-1:0];
	reg [C_CHN_WIDTH-1:0]  mr_axis_tdata[C_M_CHN_NUM-1:0];
	for (i = 0; i < C_M_CHN_NUM; i = i+1) begin
		assign s0_mul_alpha_d1_regen[i] = s0_mul_alpha_d1[C_M_CHN_NUM == C_S0_CHN_NUM ? i : 0];
		assign s1_mul_alpha_d1_regen[i] = s1_mul_alpha_d1[C_M_CHN_NUM == C_S1_CHN_NUM ? i : 0];
		always @ (posedge clk) begin
			if (out_ready)
				mr_axis_tdata[i] <= ((s0_mul_alpha_d1_regen[i] + s1_mul_alpha_d1_regen[i]) >> C_ALPHA_WIDTH);
		end
		assign m_axis_tdata[C_CHN_WIDTH*(i+1)-1:C_CHN_WIDTH*i] = mr_axis_tdata[i];
	end
end
endgenerate
generate
if (C_TEST) begin
	wire      valid[2:0];
	wire      ready[2:0];
	wire      tlast[2:0];
	wire      tuser[2:0];
	assign valid[0] = s0_axis_tvalid;
	assign ready[0] = s0_axis_tready;
	assign tuser[0] = s0_axis_tuser;
	assign tlast[0] = s0_axis_tlast;
	assign valid[1] = s1_axis_tvalid;
	assign ready[1] = s1_axis_tready;
	assign tuser[1] = s1_axis_tuser;
	assign tlast[1] = s1_axis_tlast;
	assign valid[2] = m_axis_tvalid;
	assign ready[2] = m_axis_tready;
	assign tuser[2] = m_axis_tuser;
	assign tlast[2] = m_axis_tlast;
	reg[15:0] ridx[2:0];
	reg[15:0] cidx[2:0];
	for (i = 0; i < 3; i = i+1) begin: single_cnt
		always @ (posedge clk) begin
			if (resetn == 1'b0) begin
				ridx[i] <= 0;
				cidx[i] <= 0;
			end
			else if (valid[i] && ready[i]) begin
				if (tuser[i]) begin
					ridx[i] <= 0;
					cidx[i] <= 1;
				end
				else if (tlast[i]) begin
					ridx[i] <= ridx[i] + 1;
					cidx[i] <= 0;
				end
				else begin
					cidx[i] <= cidx[i] + 1;
					ridx[i] <= ridx[i];
				end
			end
		end
	end
end
endgenerate
endmodule
[run.sh]
#!/bin/bash
# OpenROAD 26Q1-2900-gdf79404cd8, Yosys 0.63+post, stock flow scripts
make -C /OpenROAD-flow-scripts/flow DESIGN_CONFIG=/design/flow/config.mk WORK_HOME=/design/flow/orfs finish
==> changes_impl.md <==
### Metrics

* Worst-path clk slew at roughly 70 ps
* Crit Path Category: in2out
* Most frequent logic cell in the layout: inv_1
* Synth warn at 9
* Worst Clk Skew at ~7.7 ps
* Core Area at ~0.033 sq mm
* Per-cell routed wire length at 14.9 microns
* Dominant register cell: edfxtp_1
* Max_cap viols at 0
* Most common logic cells in the final layout: inv_1 (242), ha_1 (184), fa_1 (164)
* Slew HR at roughly 44%
* CP required at between 10,000 and 15,000 ps
* CP startpoint kind: input port
* Slowest cell on crit path: clkdlybuf4s50_1
* Synth Seq Share at between 30% and 40%
* Fraction of registers with async set/reset at 0%
* Power Density at between 100 and 150 mW/mm^2
* Min Tclk post-route at a little under 10,000 ps
* Final Hold Fails at 0
* Chip Area at about 0.034 sq mm
* Launch point of the worst reg-to-reg path: with_alpha.s0_data_d0[0][2]$_DFFE_PP_
* Outcome: finished clean
* CTS tree: yes
* Depth of the CTS H-tree at 4
* RSZ-0062 raised after global routing: no
* Post-CTS Hold Buffers at 0
* Clock Tree Root: clkbuf_16
* Initial antenna violation count at 0
* Total Power at 2.16 mW
* Main logic family: adder cells
* Setup Buffers After CTS at 0
* Final ANT Viol Nets at 0
* Total tool warning count at 28
* Most used cell, CP: clkdlybuf4s50_1
* Cells on worst reg2reg path at 16
* Number of global-route vias before repair at about 11k
* P_leak at between 8 and 9 nW
* CTS Buf Count at 17
* TNS Setup at 0 ps
* Mapped Cells at between 1.5k and 2k
* Launch point of the worst path: m_axis_tready
* Setup violations, final at 0
* PortBufs at ~90
* Origin of the worst min-delay path: with_alpha.s1_mul_alpha_d0[1][15]$_SDFFCE_PN0P_
* Grt ovf at 0
* Buf/Inv on CP at 4
* VDD IR max at roughly 77 uV
* Ao+oa area frac at 7.28%
* Reg2reg end: with_alpha.s0_mul_alpha_d1[0][15]$_DFFE_PP_
* Delay-heaviest family, CP: buffers and inverters
* Slew Viols, Final at 0
* First-pass GRT wire length at 55,000 microns
* Clock tree buffer depth at 2
* Overall routing resource usage at 21.9%
* Io pins at approximately 94
* Vias at 10.9k
* Simple share at 16.9%
* CTS Sinks at between 150 and 200
* Crit path largest cell delay at a little over 500 ps
* Final Wtd Congestion at roughly 0.83
* Reg2Reg Setup Slack at 13,890 ps
* DRT Pass-1 Iters at 6
* Number of enable flip-flop cells at ~150
* Yosys reg bits at ~180
* XOR/XNOR Area Share at under 10%
* Syn avg cell area at around 10 sq um
* Share of cells above drive strength 1 at 3.70%
* Worst hold path cell count at 0
* Clk latency late pin at 430 ps
* Arrival @ worst endpoint at just under 6000 ps
* Die Ht at approximately 180 microns
* Mapped Area at approximately 0.017 sq mm
* Pin count of the biggest net entering global routing at approximately 80
* Rows at between 60 and 70
* DR vias/cell at 5.07
* Period utilisation layout at about 52%
* CP cell instances: clkdlybuf4s50_1 > nor2b_2 > buf_4 > inv_6 > nand2_1 > a21oi_1 > clkdlybuf4s50_1
* Ys cells at approximately 1.6k
* Post-Route WL at between 30,000 and 40,000 microns
* Synth unique cells at 55
* Critical Path End Type: primary output
* Path category of the worst min-delay check: reg2reg
* Cts repair resizes at 0
* DR iter-0 viols at ~440
* Die width at 184 microns
* Maximum net fanout on the critical path at between 70 and 80
* ANT cells at 0
* Layout area overhead at 12.1%
* Pin slew with the least headroom to its limit at around 840 ps
* Filler Cell Count at 2,794
* Adder share at ~34%
* Remaining routing DRC violations at 0
* Init Core Util at about half
* WHS Endpoint: with_alpha.s1_mul_alpha_d1[1][15]$_DFFE_PP_
* Util after Layout at a little under three fifths
* Hpwl dp at roughly 24,000 microns
* Mux cell area share at less than 1%
* Max Freq at just over 100 MHz
* Yosys Chip Area at approximately 0.017 sq mm
## sequential cells by signal, indices dropped and copies added (netlist names)
signal	flops
with_alpha.mr_axis_tuser	24
with_alpha.s0_data_d0	8
with_alpha.s1_mul_alpha_d1	48
with_alpha.nalpha_d0	9
with_alpha.mr_axis_tlast	3
with_alpha.s0_mul_alpha_d1	16
with_alpha.s1_mul_alpha_d0	48
with_alpha.mr_axis_tvalid	3
with_alpha.mr_axis_tdata	24
## power breakdown
group	switching [mW]	total (mW)	leakage [nW]	internal [mW]
registers	0.0672	0.688	1.97	0.621
logic	0.607	1.13	6.45	0.520
clock network	0.154	0.350	0.292	0.196
total	0.827	2.16	8.71	1.34
## worst reg2reg max path, cell delays in order (launching register included)
cell,delay (ps)
edfxtp_1,550
and2_1,250
fa_1,530
inv_1,60
fa_1,530
inv_1,50
fa_1,470
inv_1,50
fa_1,470
inv_1,40
ha_1,330
or3_1,350
o21ai_0,80
a21oi_1,100
a211oi_1,390
a21oi_1,140
xnor2_1,170
## stage by stage
stage                     setup WS (ps)  hold slack (ps)  area, sq um  instances
after detailed placement           9020              405        18000       2111
after CTS                          9020              413        18600       2143
after global placement             9010              401        18000       2111
after global routing               8870              413        18600       2143
after floorplan                    9910              400        16600       1608
final                              9030              411        18600       2143
## synth_stat cells, types with 12 or more instances
master / instances / area, sq um
edfxtp_1: 153 / 4590
a21oi_1: 48 / 240
and2_1: 157 / 982
nor3_1: 39 / 195
xnor2_1: 49 / 429
and3_1: 30 / 188
fa_1: 164 / 3280
nand2_1: 156 / 586
ha_1: 184 / 2300
nor2b_1: 55 / 344
a21o_1: 24 / 180
dfxtp_1: 30 / 601
a21boi_0: 29 / 218
o21a_1: 14 / 105
o21ai_0: 13 / 65.1
nor2_1: 54 / 203
nand2b_1: 12 / 75.1
inv_1: 243 / 912
clkbuf_1: 39 / 146
xor2_1: 25 / 219
## area by class of cell
cell class                      instances  area (sq um)  share of cell area (%)
Clock buffer                           23           510                    2.75
Clock inverter                          9          75.1                   0.404
Inverter                              244           921                    4.96
Multi-Input combinational cell       1139         10300                    55.6
Sequential cell                       183          5190                    28.0
Tap cell                              442           553                    2.98
Timing Repair Buffer                  103           998                    5.38
## layer usage
metal / vias to the layer above / routed length, microns / global-route usage (%)
met2: 272 / 13800 / 32.5
met1: 5143 / 15700 / 35.7
met3: 23 / 2050 / 6.26
met5: - / 0 / 0
li1: 5424 / - / -
met4: 0 / 399 / 2.50
## how the worst max path moves through the flow
stage,cells past startpoint,endpoint
6_report,7,s0_axis_tready
5_1_grt,7,s0_axis_tready
4_1_cts,7,s0_axis_tready
## cells by family (layout without fill, tap and decap cells)
logic type	count (synthesis)	count (layout)
multiplexers	2	2
AND-OR/OR-AND	173	173
adder cells (fa/ha/maj)	348	348
flip-flops	183	183
XOR/XNOR	76	76
buffers and inverters	286	379
AND/OR/NAND/NOR	540	540
Power is estimated from default activity; no workload was simulated.
