==> design/flow/design.v <==
module FIFO2MM_adv #
(
	parameter integer C_DATACOUNT_BITS = 12,
	parameter integer C_M_AXI_BURST_LEN	= 16,
	parameter integer C_M_AXI_ADDR_WIDTH	= 32,
	parameter integer C_M_AXI_DATA_WIDTH	= 32,
	parameter integer C_IMG_WBITS = 12,
	parameter integer C_IMG_HBITS = 12,
	parameter integer C_ADATA_PIXELS = 4
)
(
	input wire soft_resetn,
	output wire resetting,
	input wire [C_IMG_WBITS-1:0] img_width,
	input wire [C_IMG_HBITS-1:0] img_height,
	input wire [C_M_AXI_ADDR_WIDTH-1:0] img_stride,
	input wire [C_M_AXI_DATA_WIDTH-1 : 0] din,
	output wire rd_en,
	input wire [C_DATACOUNT_BITS-1:0] rd_data_count,
	output wire frame_pulse,
	input wire [C_M_AXI_ADDR_WIDTH-1 : 0] base_addr,
	input wire  M_AXI_ACLK,
	input wire  M_AXI_ARESETN,
	output wire [C_M_AXI_ADDR_WIDTH-1 : 0] M_AXI_AWADDR,
	output wire [7 : 0] M_AXI_AWLEN,
	output wire [2 : 0] M_AXI_AWSIZE,
	output wire [1 : 0] M_AXI_AWBURST,
	output wire M_AXI_AWLOCK,
	output wire [3 : 0] M_AXI_AWCACHE,
	output wire [2 : 0] M_AXI_AWPROT,
	output wire [3 : 0] M_AXI_AWQOS,
	output wire M_AXI_AWVALID,
	input wire  M_AXI_AWREADY,
	output wire [C_M_AXI_DATA_WIDTH-1 : 0] M_AXI_WDATA,
	output wire [C_M_AXI_DATA_WIDTH/8-1 : 0] M_AXI_WSTRB,
	output wire M_AXI_WLAST,
	output wire M_AXI_WVALID,
	input wire  M_AXI_WREADY,
	input wire [1 : 0] M_AXI_BRESP,
	input wire  M_AXI_BVALID,
	output wire  M_AXI_BREADY,
	output wire write_resp_error,
	output wire [C_IMG_WBITS-1:0] col_idx,
	output wire [C_IMG_HBITS-1:0] row_idx
);
	function integer clogb2 (input integer bit_depth);
	begin
		for(clogb2=0; bit_depth>0; clogb2=clogb2+1)
			bit_depth = bit_depth >> 1;
	end
	endfunction
	localparam integer C_TRANSACTIONS_NUM	= clogb2(C_M_AXI_BURST_LEN-1);
	localparam integer C_BURST_SIZE_BYTES	= C_M_AXI_BURST_LEN * C_M_AXI_DATA_WIDTH/8;
	reg [C_M_AXI_ADDR_WIDTH-1 : 0] 	axi_awaddr;
	reg [7:0] axi_awlen;
	reg	axi_awvalid;
	reg	axi_wlast;
	reg     axi_bready;
	reg [C_TRANSACTIONS_NUM-1 : 0] 	write_index;
	reg	sob_d0;	 
	reg	sob_d1;
	reg	burst_active;
	wire    burst_done;
	wire	wnext;
	reg	need_data;
	reg	r_dvalid;
	reg [C_IMG_WBITS-1:0] r_img_col_idx;
	reg [C_IMG_HBITS-1:0] r_img_row_idx;
	assign col_idx = r_img_col_idx;
	assign row_idx = r_img_row_idx;
	reg end_of_col;
	reg end_of_row;
	wire final_data;
	assign final_data = (end_of_col && end_of_row);
	reg [C_TRANSACTIONS_NUM-1:0] next_burst_len;
	assign wnext = M_AXI_WREADY & M_AXI_WVALID;
	assign burst_done = M_AXI_BVALID && M_AXI_BREADY;
	reg r_soft_resetting;
	assign resetting = r_soft_resetting;
	always @ (posedge M_AXI_ACLK) begin
		if (M_AXI_ARESETN == 1'b0)
			r_soft_resetting <= 1'b1;
		else if (~(sob_d0 | burst_active))
			r_soft_resetting <= 1'b0;
		else if (burst_done)
			r_soft_resetting <= 1'b0;
		else if (soft_resetn == 1'b0)
			r_soft_resetting <= 1'b1;
	end
	reg r_frame_pulse;
	assign frame_pulse = r_frame_pulse;
	always @ (posedge M_AXI_ACLK) begin
		if (M_AXI_ARESETN == 0)
			r_frame_pulse <= 1'b0;
		else if (burst_done && final_data)
			r_frame_pulse <= 1'b1;
		else
			r_frame_pulse <= 1'b0;
	end
	wire try_read_en;
	assign try_read_en = need_data && (~r_dvalid | M_AXI_WREADY);
	assign rd_en	   = try_read_en && ~resetting;
	always @(posedge M_AXI_ACLK) begin
		if (M_AXI_ARESETN == 0)
			r_dvalid <= 1'b0;
		else if (try_read_en)
			r_dvalid <= 1'b1;
		else if (M_AXI_WREADY)
			r_dvalid <= 1'b0;
	end
	assign M_AXI_AWADDR	= axi_awaddr;
	assign M_AXI_AWLEN	= axi_awlen;
	assign M_AXI_AWSIZE	= clogb2((C_M_AXI_DATA_WIDTH/8)-1);
	assign M_AXI_AWBURST	= 2'b01;
	assign M_AXI_AWLOCK	= 1'b0;
	assign M_AXI_AWCACHE	= 4'b0010;
	assign M_AXI_AWPROT	= 3'h0;
	assign M_AXI_AWQOS	= 4'h0;
	assign M_AXI_AWVALID	= axi_awvalid;
	assign M_AXI_WDATA	= din;
	assign M_AXI_WSTRB	= {(C_M_AXI_DATA_WIDTH/8){1'b1}};
	assign M_AXI_WLAST	= axi_wlast;
	assign M_AXI_WVALID	= r_dvalid;
	assign M_AXI_BREADY	= axi_bready;
	always @ (posedge M_AXI_ACLK) begin
		if (M_AXI_ARESETN == 1'b0)
			axi_bready <= 1'b0;
		else if (wnext && axi_wlast)
			axi_bready <= 1'b1;
		else if (axi_bready && M_AXI_BVALID)
			axi_bready <= 1'b0;
	end
	always @(posedge M_AXI_ACLK) begin
		if (M_AXI_ARESETN == 0)
			axi_awvalid <= 1'b0;
		else if (sob_d0)
			axi_awvalid <= 1'b1;
		else if (M_AXI_AWREADY && axi_awvalid)
			axi_awvalid <= 1'b0;
	end
	always @(posedge M_AXI_ACLK) begin
		if (M_AXI_ARESETN == 0)
			axi_awlen <= 0;
		else if (sob_d0)
			axi_awlen <= next_burst_len;
	end
	reg [C_M_AXI_ADDR_WIDTH-1:0] line_addr;
	always @(posedge M_AXI_ACLK) begin
		if (M_AXI_ARESETN == 0) begin
			line_addr <= 0;
			axi_awaddr <= 0;
		end
		else if (sof_d1) begin
			line_addr <= base_addr;
			axi_awaddr <= base_addr;
		end
		else if (wnext && axi_wlast) begin
			if (~end_of_col) begin
				axi_awaddr <= axi_awaddr + C_M_AXI_BURST_LEN * C_M_AXI_DATA_WIDTH / 8;
			end
			else if (~end_of_row) begin
				line_addr <= line_addr + img_stride;
				axi_awaddr <= line_addr + img_stride;
			end
		end
	end
	always @(posedge M_AXI_ACLK) begin
		if (M_AXI_ARESETN == 0)
			need_data <= 1'b0;
		else if (M_AXI_AWREADY && M_AXI_AWVALID)
			need_data <= 1'b1;
		else if (wnext && (write_index == 1))
			need_data <= 1'b0;
	end
	always @(posedge M_AXI_ACLK) begin
		if (M_AXI_ARESETN == 0)
			axi_wlast <= 1'b0;
		else if (sob_d0)
			axi_wlast <= (next_burst_len == 0);
		else if (wnext)
			axi_wlast <= (write_index == 1);
	end
	always @(posedge M_AXI_ACLK) begin
		if (M_AXI_ARESETN == 1'b0)
			write_index <= 0;
		else if (sob_d0 == 1'b1)
			write_index <= next_burst_len;
		else if (wnext && (write_index != 0))
			write_index <= write_index - 1;
	end
	assign write_resp_error = M_AXI_BVALID & M_AXI_BRESP[1];
	wire sob_all;
	assign sob_all = (sob_d0);
	always @(posedge M_AXI_ACLK) begin
		if (M_AXI_ARESETN == 1'b0)
			sob_d0 <= 1'b0;
		else if (sob_d0)
			sob_d0 <= 1'b0;
		else if (framing && ~burst_active && (soft_resetn == 0 || rd_data_count > next_burst_len))
			sob_d0 <= 1'b1;
	end
	always @(posedge M_AXI_ACLK) begin
		if (M_AXI_ARESETN == 1'b0)
			burst_active <= 1'b0;
		else if (sob_d0)
			burst_active <= 1'b1;
		else if (burst_done)
			burst_active <= 0;
	end
	always @(posedge M_AXI_ACLK) begin
		if (M_AXI_ARESETN == 1'b0) begin
			next_burst_len <= 0;
		end
		else if (sof_d1 || burst_done) begin
			if (r_img_col_idx >= C_M_AXI_BURST_LEN * C_ADATA_PIXELS)
				next_burst_len <= C_M_AXI_BURST_LEN - 1;
			else
				next_burst_len <= r_img_col_idx / C_ADATA_PIXELS;
		end
	end
	always @(posedge M_AXI_ACLK) begin
		if (M_AXI_ARESETN == 1'b0) begin
			r_img_col_idx <= 0;
			r_img_row_idx <= 0;
		end
		else if (start_of_frame) begin
			r_img_col_idx <= img_width - C_ADATA_PIXELS;
			r_img_row_idx <= img_height - 1;
		end
		else if (wnext) begin
			if (~end_of_col) begin
				r_img_col_idx <= r_img_col_idx - C_ADATA_PIXELS;
			end
			else if (~end_of_row) begin
				r_img_col_idx <= img_width - C_ADATA_PIXELS;
				r_img_row_idx <= r_img_row_idx - 1;
			end
		end
	end
	always @(posedge M_AXI_ACLK) begin
		if (M_AXI_ARESETN == 1'b0 || soft_resetn == 1'b0) begin
			end_of_col <= 1;
			end_of_row <= 1;
		end
		else if (start_of_frame) begin
			end_of_col <= 0;
			end_of_row <= 0;
		end
		else if (wnext) begin
			if (~end_of_col) begin
				if (r_img_col_idx == C_ADATA_PIXELS) begin
					end_of_col <= 1;
				end
			end
			else if (~end_of_row) begin
				end_of_col <= 0;
				if (r_img_row_idx == 1) begin
					end_of_row <= 1;
				end
			end
		end
	end
	reg start_of_frame;
	reg framing;
	always @ (posedge M_AXI_ACLK) begin
		if (M_AXI_ARESETN == 1'b0 || soft_resetn == 1'b0) begin
			start_of_frame <= 0;
		end
		else if (start_of_frame) begin
			start_of_frame <= 0;
		end
		else if (~sof_d1 && ~framing && img_width != 0 && img_height != 0) begin
			start_of_frame <= 1'b1;
		end
	end
	always @ (posedge M_AXI_ACLK) begin
		if (M_AXI_ARESETN == 1'b0) begin
			framing <= 0;
		end
		else if (sof_d1) begin
			framing <= 1'b1;
		end
		else if (burst_done && (final_data || resetting)) begin
			framing <= 1'b0;
		end
	end
	reg sof_d1;
	always @ (posedge M_AXI_ACLK) begin
		if (M_AXI_ARESETN == 1'b0)
			sof_d1 <= 0;
		else
			sof_d1 <= start_of_frame;
	end
endmodule
`timescale 1 ns / 1 ps
module s2mm_adv #
(
	parameter integer C_PIXEL_WIDTH	= 8,
	parameter integer C_IMG_WBITS = 12,
	parameter integer C_IMG_HBITS = 12,
	parameter integer C_DATACOUNT_BITS = 12,
	parameter integer C_PIXEL_STORE_WIDTH = 8,
	parameter integer C_IMG_STRIDE_SIZE = 1024,
	parameter integer C_M_AXI_BURST_LEN	= 16,
	parameter integer C_M_AXI_ADDR_WIDTH	= 32,
	parameter integer C_M_AXI_DATA_WIDTH	= 32
)
(
	input wire [C_IMG_WBITS-1:0] img_width,
	input wire [C_IMG_HBITS-1:0] img_height,
	input wire [C_M_AXI_ADDR_WIDTH-1:0] img_stride,
	input wire  clk,
	input wire  resetn,
	input wire soft_resetn,
	output wire resetting,
	input wire s_axis_tvalid,
	input wire [C_PIXEL_WIDTH-1:0] s_axis_tdata,
	input wire s_axis_tuser,
	input wire s_axis_tlast,
	output wire s_axis_tready,
	input  wire                       s2mm_full,
	input  wire                       s2mm_almost_full,
	output wire [C_PIXEL_WIDTH+1 : 0] s2mm_wr_data,
	output wire                       s2mm_wr_en,
	output wire s2mm_sof,
	input wire [C_M_AXI_ADDR_WIDTH-1:0] s2mm_addr,
	input wire [C_M_AXI_DATA_WIDTH/C_PIXEL_STORE_WIDTH*(C_PIXEL_WIDTH+2)-1 : 0] s2mm_rd_data,
	input wire s2mm_empty,
	output wire s2mm_rd_en,
	input wire [C_DATACOUNT_BITS-1:0] s2mm_rd_data_count,
	output wire [C_M_AXI_ADDR_WIDTH-1 : 0] m_axi_awaddr,
	output wire [7 : 0] m_axi_awlen,
	output wire [2 : 0] m_axi_awsize,
	output wire [1 : 0] m_axi_awburst,
	output wire  m_axi_awlock,
	output wire [3 : 0] m_axi_awcache,
	output wire [2 : 0] m_axi_awprot,
	output wire [3 : 0] m_axi_awqos,
	output wire  m_axi_awvalid,
	input wire  m_axi_awready,
	output wire [C_M_AXI_DATA_WIDTH-1 : 0] m_axi_wdata,
	output wire [C_M_AXI_DATA_WIDTH/8-1 : 0] m_axi_wstrb,
	output wire  m_axi_wlast,
	output wire  m_axi_wvalid,
	input wire  m_axi_wready,
	input wire [1 : 0] m_axi_bresp,
	input wire  m_axi_bvalid,
	output wire  m_axi_bready,
	output reg [31:0] test0,
	output reg [31:0] test1
);
	localparam C_PM1 = C_PIXEL_WIDTH - 1;
	localparam C_PP1 = C_PIXEL_WIDTH + 1;
	localparam C_PP2 = C_PIXEL_WIDTH + 2;
	localparam C_ADATA_PIXELS = C_M_AXI_DATA_WIDTH/C_PIXEL_STORE_WIDTH;
	function integer reverseI(input integer i);
	begin
		reverseI = C_ADATA_PIXELS-1-i;
	end
	endfunction
	function integer sofIdx(input integer i);
	begin
		sofIdx = i * C_PP2 + C_PIXEL_WIDTH;
	end
	endfunction
	function integer eolIdx(input integer i);
	begin
		eolIdx = i * C_PP2 + C_PP1;
	end
	endfunction
	wire working;
	assign working = (resetn && soft_resetn);
	assign resetting = ~working;
	assign s2mm_wr_data = {s_axis_tlast, s_axis_tuser, s_axis_tdata};
	assign s2mm_wr_en = s_axis_tvalid && s_axis_tready;
	reg sready;
	assign s_axis_tready = sready;
	always @ (posedge clk) begin
		if (resetting)
			sready <= 0;
		else if (  s2mm_almost_full)
			sready <= 0;
		else
			sready <= 1;
	end
	wire col_idx;
	wire row_idx;
	always @ (posedge clk) begin
		if (resetting) begin
			test0 <= 'hFFFFFFFF;
			test1 <= 'hFFFFFFFF;
		end
		else if (s2mm_wr_en && s_axis_tuser) begin
			if (test0 == 'hFFFFFFFF) begin
				test0[15:0] <= col_idx;
				test0[31:16] <= row_idx;
			end
			if (test1 == 'hFFFFFFFF) begin
				test1 <= s2mm_rd_data_count;
			end
		end
	end
	wire [C_M_AXI_DATA_WIDTH-1 : 0] s2mm_pixel_data;
	generate
		genvar i;
		for (i = 0; i < C_M_AXI_DATA_WIDTH/C_PIXEL_WIDTH; i = i+1) begin: single_pixel
			assign s2mm_pixel_data[i*C_PIXEL_STORE_WIDTH + C_PM1 : i*C_PIXEL_STORE_WIDTH]
				= s2mm_rd_data[reverseI(i)*C_PP2 + C_PM1 : reverseI(i)*C_PP2];
		end
	endgenerate
	wire f2mm_resetting;
	wire f2mm_write_resp_error;
	FIFO2MM_adv # (
		.C_DATACOUNT_BITS(C_DATACOUNT_BITS),
		.C_M_AXI_BURST_LEN(C_M_AXI_BURST_LEN),
		.C_M_AXI_ADDR_WIDTH(C_M_AXI_ADDR_WIDTH),
		.C_M_AXI_DATA_WIDTH(C_M_AXI_DATA_WIDTH),
		.C_IMG_WBITS(C_IMG_WBITS),
		.C_IMG_HBITS(C_IMG_HBITS),
		.C_ADATA_PIXELS(C_ADATA_PIXELS)
	) FIFO2MM_inst (
		.img_width(img_width),
		.img_height(img_height),
		.img_stride(C_IMG_STRIDE_SIZE),
		.soft_resetn(soft_resetn),
		.resetting(f2mm_resetting),
		.din(s2mm_pixel_data),
		.rd_en(s2mm_rd_en),
		.rd_data_count(s2mm_rd_data_count),
		.frame_pulse(s2mm_sof),
		.base_addr(s2mm_addr),
		.M_AXI_ACLK(clk),
		.M_AXI_ARESETN(resetn),
		.M_AXI_AWADDR(m_axi_awaddr),
		.M_AXI_AWLEN(m_axi_awlen),
		.M_AXI_AWSIZE(m_axi_awsize),
		.M_AXI_AWBURST(m_axi_awburst),
		.M_AXI_AWLOCK(m_axi_awlock),
		.M_AXI_AWCACHE(m_axi_awcache),
		.M_AXI_AWPROT(m_axi_awprot),
		.M_AXI_AWQOS(m_axi_awqos),
		.M_AXI_AWVALID(m_axi_awvalid),
		.M_AXI_AWREADY(m_axi_awready),
		.M_AXI_WDATA(m_axi_wdata),
		.M_AXI_WSTRB(m_axi_wstrb),
		.M_AXI_WLAST(m_axi_wlast),
		.M_AXI_WVALID(m_axi_wvalid),
		.M_AXI_WREADY(m_axi_wready),
		.M_AXI_BRESP(m_axi_bresp),
		.M_AXI_BVALID(m_axi_bvalid),
		.M_AXI_BREADY(m_axi_bready),
		.write_resp_error(f2mm_write_resp_error),
		.col_idx(col_idx),
		.row_idx(row_idx)
	);
endmodule
==> design/flow/run.sh <==
#!/bin/bash
# OpenROAD 26Q1-2900-gdf79404cd8, Yosys 0.63+post, stock flow scripts
make -C /OpenROAD-flow-scripts/flow DESIGN_CONFIG=/design/flow/config.mk WORK_HOME=/design/flow/orfs finish
==> design/flow/config.mk <==
export PLATFORM = sky130hd
export DESIGN_NAME = s2mm_adv
export DESIGN_NICKNAME = s2mm_adv
export VERILOG_FILES = /design/flow/design.v
export SDC_FILE = /design/flow/constraint.sdc
export NUM_CORES = 4
export LEC_CHECK = 1
export CORE_AREA = 10 10 203 203
export DIE_AREA = 0 0 213 213
==> design/flow/constraint.sdc <==
current_design s2mm_adv

set clk_period 5.7
set clk_io_pct 0.2

create_clock -name clk0 -period $clk_period [get_ports {clk}]

set non_clock_inputs [all_inputs -no_clocks]
set_input_delay [expr $clk_period * $clk_io_pct] -clock clk0 $non_clock_inputs
set_output_delay [expr $clk_period * $clk_io_pct] -clock clk0 [all_outputs]
==> Table 3: Implementation characteristics <==
Characteristics after synthesis and place and route

Parameter                              Value

Run status
  Status .................. complete, no violations

Critical path
  R2R Setup Slk .................. 2.90 ns
  Data arrival time at the worst-slack endpoint .................. 2.63 ns
  Terminus of the critical flop-to-flop path .................. FIFO2MM_inst.line_addr[26]
  Endpoint required time on the critical path .................. 4.56 ns
  Worst setup path end .................. resetting
  Critical path, cell by cell .................. buf_2 -> buf_4 -> and2_1 -> buf_4 -> inv_1 -> clkdlybuf4s50_1
  Worst Path Class, Setup .................. input pin to output port
  Max stage delay on crit path .................. 0.43 ns
  Crit path launch type .................. input pin
  Number of logic stages on the critical path including buffering .................. 6
  Max FO, Critical Path .................. 47
  Launch instance of the worst register-to-register path .................. FIFO2MM_inst.end_of_col
  Worst setup EP type .................. output port
  Most repeated library cell on the critical path .................. buf_4
  Cell type group with the largest total delay on the critical path .................. buffers and inverters
  Number of buffer and inverter stages on the critical path .................. 5
  Critical Path Slowest Stage Cell .................. clkdlybuf4s50_1
  FF-to-FF path depth .................. 6
  CP startpoint .................. resetn

Final timing
  Final critical-path required period .................. 3.77 ns
  Headroom to the max-slew limit .................. 41.3%
  Maximum clock frequency .................. 0.265 GHz
  Unrepaired setup endpoints after global routing .................. no
  Part of the cycle the worst path needs .................. 66.2%
  Sum of negative setup slack .................. 0 ns
  Worst slew pin tran .................. 0.878 ns
  Final number of setup-violating endpoints .................. 0
  Count of endpoints failing hold in the final timing report .................. 0
  Setup Skew .................. 0.0134 ns
  Number of max-slew violations in the final report .................. 0

Floorplanning
  Die Span Y .................. 213 um
  Overall die area .................. 0.0454 sq mm
  Starting utilization of the core area .................. 22.7%
  Number of core rows .................. 70
  I/O pin count .................. 338
  Core area .................. 0.0367 sq mm
  Horizontal extent of the die .................. 213 um

Global route
  Antenna violations before repair .................. 2
  Leftover overflow at the end of global routing .................. 0
  First-pass GRT wire length .................. 42000 um
  Largest net degree at the start of global routing .................. 57
  Via count of the first global-routing pass .................. 7329
  Combined global-route utilization of all metal layers .................. 11.6%

Synthesis
  Cell types occupying the most area after synthesis .................. dfxtp_1, buf_4, nand2_1
  Count leader, synth .................. dfxtp_1
  Post-synth seq share .................. 31.5%
  Fraction of post-synthesis cell area in the top cell type by area .................. 31.5%
  Number of synthesized flops with an enable pin .................. 0
  Async S/R FF share, synth .................. 0%
  Most numerous cell types in the synthesized netlist .................. dfxtp_1, buf_4, nand2_1
  Number of distinct standard cells referenced by the synthesized netlist .................. 74
  Most used flip-flop cell after synthesis .................. dfxtp_1
  Synthesized instance count .................. 1046
  Count of state elements after synthesis .................. 131
  Yosys top cell by area .................. dfxtp_1
  Chip Area, Yosys .................. 0.00832 sq mm
  Synthesized area per cell .................. 7.95 sq um
  Synthesized cell area .................. 0.00832 sq mm
  Number of standard cells reported by yosys .................. 1046
  Count of warnings emitted by yosys .................. 4

Detailed routing
  Drt wl/cell .................. 16.6 um
  Total wire length after detailed routing .................. 26500 um
  Antenna diodes .................. 0
  Total via count in the routed design .................. 7485
  Remaining number of nets flagged by the antenna check after routing .................. 0
  Initial DRT Pass Iterations .................. 5
  Average via count per standard cell .................. 4.70
  # DRC .................. 0
  Initial drt markers .................. 457

Flow run
  Number of max-cap violations .................. 0
  Count of warning messages emitted by the tools .................. 74

Min path
  Launch instance of the worst min-delay path .................. FIFO2MM_inst.r_img_col_idx[10]
  Hold/Removal Path Class .................. flip-flop to flip-flop

Cells and area
  Count of fill cells added during filler insertion .................. 3836
  Area added between synthesis and finish .................. 25.0%
  Cell Count, Final, Fillers Out .................. 1594
  Layout cells sized above 1 .................. 6.13%

Pwr
  Power density over the cells .................. 226 mW/mm^2
  Lkg Pwr .................. 3.78 nW
  VDD IR-drop max .................. 219 uV

Clock network
  TritonCTS clock tree .................. yes
  # H-tree levels .................. 4
  Total clock buffers created by CTS .................. 17
  Hold buffers post-CTS .................. 0
  Number of gates resized after cts .................. 0
  Clock-pin slew on the worst setup and hold paths .................. 0.06 ns
  Maximum buffer depth of the clock tree .................. 2
  Post-CTS Setup Inserts .................. 0
  Later-pin clock latency in the skew report .................. 0.44 ns
  Clock root buffer master .................. clkbuf_16
  Total number of clock tree sinks .................. 131

Placement
  Port Buffers .................. 186
  DP HPWL .................. 19700 um
  Post-placement cell count .................. 1562
  Placer's final routability congestion estimate .................. 0.877
## worst min-delay path, delay by kind of cell (launching register included)
family | cells | cell delay [ns]
AND-OR/OR-AND | 1 | 0.05
AND/OR/NAND/NOR | 1 | 0.05
flip-flops | 1 | 0.31
## layout make-up
type | count | area [sq um] | area share [%]
Clock buffer | 18 | 429 | 4.13
Timing Repair Buffer | 198 | 1950 | 18.7
Clock inverter | 14 | 129 | 1.24
Tap cell | 468 | 586 | 5.63
Multi-Input combinational cell | 742 | 4590 | 44.2
Sequential cell | 131 | 2620 | 25.2
Inverter | 23 | 86.3 | 0.831
## power breakdown
group / internal, W / switching (W) / total [W]
registers: 0.000953 / 0.0000481 / 0.00100
logic: 0.000151 / 0.000136 / 0.000287
clock network: 0.000604 / 0.000460 / 0.00106
## through the flow
| step | setup WS [ns] | cell area (sq um) | hold WS (ns) | total power, W | utilization (%) |
|---|---|---|---|---|---|
| finish | 1.93 | 10400 | 0.450 | 0.00235 | 28.3 |
| global route | 1.79 | 10400 | 0.463 | 0.00247 | 28.3 |
| CTS | 1.89 | 10400 | 0.451 | 0.00238 | 28.3 |
| detailed placement | 1.89 | 9840 | 0.442 | 0.00131 | 26.8 |
| global placement | 1.88 | 9840 | 0.438 | 0.00131 | 26.8 |
| floorplan | 3.00 | 8400 | 0.430 | 0.00119 | - |
## routing by layer
| layer | up-vias | routed length (um) | GRT usage (%) |
|---|---|---|---|
| met1 | 3529 | 11700 | 15.5 |
| met3 | 34 | 1650 | 2.69 |
| li1 | 3709 | - | - |
| met5 | - | 25 | 0 |
| met2 | 209 | 12600 | 19.0 |
| met4 | 4 | 531 | 2.34 |
## kinds of logic (layout without fill, tap and decap cells)
group                    Yosys count  after routing  synth area share, %
AND-OR/OR-AND                    246            246                 19.5
AND/OR/NAND/NOR                  365            365                 22.4
flip-flops                       131            131                 31.5
adder cells (fa/ha/maj)           16             16                 2.41
XOR/XNOR                          70             70                 7.37
other                              2             25               0.0903
buffers and inverters            196            253                 14.3
multiplexers                      20             20                 2.45
## sequential cells by signal, summed over array words and instances (netlist names), 3 cells and up
name and flops:
FIFO2MM_inst.axi_awaddr 32, FIFO2MM_inst.axi_awlen 4, FIFO2MM_inst.line_addr 32, FIFO2MM_inst.next_burst_len 4
FIFO2MM_inst.r_img_col_idx 12, FIFO2MM_inst.r_img_row_idx 12, FIFO2MM_inst.write_index 4, test0 3
test1 13
## cells in the final DEF, fill, tap and decap left out, drive strengths merged, types with 26 or more instances in the layout
master         netlist  layout
clkdlybuf4s50        0     185
nand2              113     113
dfxtp              131     131
a21oi               48      48
xor2                26      26
nor2                53      53
xnor2               44      44
nor3                27      27
nand3               46      46
o21ai               82      82
## worst min path at each step
stage	slack, ns	end	cells past startpoint
CTS	0.45	FIFO2MM_inst.r_img_col_idx[10]	2
global route	0.46	FIFO2MM_inst.r_img_col_idx[10]	2
finish	0.45	FIFO2MM_inst.r_img_col_idx[10]	2
Power is estimated from default activity; no workload was simulated.
